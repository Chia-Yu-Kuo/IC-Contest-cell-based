`design/flow/run.sh`:
```
#!/bin/bash
# OpenROAD 26Q1-2900-gdf79404cd8, Yosys 0.63+post, stock flow scripts
make -C /OpenROAD-flow-scripts/flow DESIGN_CONFIG=/design/flow/config.mk WORK_HOME=/design/flow/orfs finish
```
`design/flow/constraint.sdc`:
```
current_design geofence

set clk_period 32.2
set clk_io_pct 0.2

create_clock -name clk0 -period $clk_period [get_ports {clk}]

set non_clock_inputs [all_inputs -no_clocks]
set_input_delay [expr $clk_period * $clk_io_pct] -clock clk0 $non_clock_inputs
set_output_delay [expr $clk_period * $clk_io_pct] -clock clk0 [all_outputs]
```
`design/flow/design.v`:
```
module geofence (
    clk,
    reset,
    X,
    Y,
    valid,
    is_inside
);
    input clk;
    input reset;
    input [9:0] X;   
    input [9:0] Y;
    output reg valid;
    output reg is_inside;
    reg [1:0] cs, ns;
    reg       nx_is_inside;
    reg [9:0] matrix_x     [0:6];   
    reg [9:0] matrix_y     [0:6];
    reg [1:0] sort_times, nx_sort_times;
    reg [2:0] input_addr, sort_index, nx_sort_index;
    reg counnter, nx_counter;
    wire signed [10:0] Ax, Ay, Bx, By, multiplier1, multiplier2;   
    wire signed [20:0] mul;   
    reg signed  [20:0] mul1;
    parameter read = 2'd0, build = 2'd1, judge = 2'd2, done = 2'd3;
    integer i;
    assign Ax= (cs==build) ? matrix_x[sort_index]-matrix_x[1] : matrix_x[sort_index]-matrix_x[0] ;    
    assign Ay= (cs==build) ? matrix_y[sort_index]-matrix_y[1] : matrix_y[sort_index]-matrix_y[0] ;    
    assign Bx= (cs==build) ? matrix_x[sort_index+3'd1]-matrix_x[1] : (sort_index<3'd6) ? matrix_x[sort_index+3'd1]-matrix_x[sort_index] : matrix_x[1]-matrix_x[6];    
    assign By= (cs==build) ? matrix_y[sort_index+3'd1]-matrix_y[1] : (sort_index<3'd6) ? matrix_y[sort_index+3'd1]-matrix_y[sort_index] : matrix_y[1]-matrix_y[6];    
    assign multiplier1 = (counnter) ? Bx : Ax;
    assign multiplier2 = (counnter) ? Ay : By;
    assign mul = multiplier1 * multiplier2;   
    always @(posedge clk or posedge reset) begin
        if (reset) begin
            cs <= read;
            is_inside <= 1'b1;
        end else begin
            cs <= ns;
            if (cs == read) begin
                is_inside <= 1'b1;
            end else if (cs == judge & counnter) begin
                if (mul1 < mul) begin
                    is_inside <= 1'b0;
                end
            end
        end
    end
    always @(posedge clk or posedge reset) begin
        if (reset) begin
            sort_times <= 2'd0;
            sort_index <= 3'd0;
            input_addr <= 3'd0;
            counnter <= 1'b0;
            mul1 <= 21'b0;
        end else begin
            if (cs == read) begin
                input_addr <= input_addr + 3'd1;
            end else begin
                input_addr <= 3'd0;
            end
            sort_index <= nx_sort_index;
            sort_times <= nx_sort_times;
            counnter   <= nx_counter;
            if ((cs == build | cs == judge) & ~counnter);
            begin
                mul1 <= mul;
            end
        end
    end
    always @(posedge clk or posedge reset) begin
        if (reset) begin
            for (i = 0; i < 7; i = i + 1) begin
                matrix_x[i] <= 10'b0;
                matrix_y[i] <= 10'b0;
            end
        end else begin
            if (cs == read) begin
                matrix_x[input_addr] <= X;
                matrix_y[input_addr] <= Y;
            end else if (cs == build & counnter) begin
                if (mul1<mul)   
                begin
                    matrix_x[sort_index] <= matrix_x[sort_index+3'd1];
                    matrix_y[sort_index] <= matrix_y[sort_index+3'd1];
                    matrix_x[sort_index+3'd1] <= matrix_x[sort_index];
                    matrix_y[sort_index+3'd1] <= matrix_y[sort_index];
                end   
            end
        end
    end
    always @(*) begin
        valid = 1'b0;
        case (cs)
            read: begin
                if (input_addr == 3'd6) begin
                    ns = build;
                end else begin
                    ns = read;
                end
            end
            build: begin
                if (sort_index == 3'd5 & sort_times == 2'd3 & counnter) begin
                    ns = judge;
                end else begin
                    ns = build;
                end
            end
            judge: begin
                if (sort_index == 3'd6 & counnter) begin
                    ns = done;
                end else begin
                    ns = judge;
                end
            end
            done: begin
                ns = read;
                valid = 1'b1;
            end
        endcase
    end
    always @(*) begin
        nx_counter = (cs != ns) ? 1'b0 : counnter + 1'd1;
    end
    always @(*) begin
        if (cs == build) begin
            if (ns == judge) begin
                nx_sort_index = 3'd1;
            end
            else if (sort_index==3'd5  & counnter)       
            begin
                nx_sort_index = 3'd2;
            end else begin
                nx_sort_index = (counnter) ? sort_index + 3'd1 : sort_index;
            end
            if (sort_index == 3'd5 & counnter) begin
                nx_sort_times = sort_times + 3'd1;
            end else begin
                nx_sort_times = sort_times;
            end
        end 
        else if (cs==judge)   
        begin
            nx_sort_index = (counnter) ? sort_index + 3'd1 : sort_index;
            nx_sort_times = 2'd0;
        end else begin
            nx_sort_index = 3'd2;
            nx_sort_times = 2'd0;
        end
    end
endmodule
```
`design/flow/config.mk`:
```
export PLATFORM = sky130hd
export DESIGN_NAME = geofence
export DESIGN_NICKNAME = geofence
export VERILOG_FILES = /design/flow/design.v
export SDC_FILE = /design/flow/constraint.sdc
export NUM_CORES = 4
export LEC_CHECK = 1
export CORE_UTILIZATION = 40
```
==> impl_metrics.yaml <==
# yosys + openroad results
die:
  die_h_um: 226
  fp.dieW_um: 226
  io_pins: 24
  coreArea_um2: 49300
  floorplan.core_util_pct: 40.8
  chipArea_um2: 51200
  row_count: 81
outcome:
  status: "complete, no violations"
setup_path:
  cp-start-kind: "register"
  end_kind: "register"
  crit_required_ps: 32580
  critPathMaxFanout: 44
  slowest_stage: "a311o_1"
  cpPeakStageDelay_ps: 660
  cp_top_family: "AND-OR/OR-AND gates"
  cp_num_buf_inv: 8
  arrival_ps: 13610
  worstSetupPathType: "register to register"
cts:
  postCtsSetupBuffers: 0
  ctsHoldBuffers: 0
  clk_pin_slew_ps: 70
  cts_root_buf: "clkbuf_16"
  clk_latency_ps: 500
  cts_resized: 0
  cts_buffer_depth: 2
  cts_tree: "built"
  cts_buffers: 17
  h-tree-depth: 4
  clock-sinks: 173
drt:
  antenna_left: 0
  drt_pass1_iterations: 7
  antenna_cells: 0
  avgRoutedWirePerCell_um: 21.2
  avgViaCountPerCell: 5.76
  drcViolationCount: 0
  via_count: 17800
  wirelength_um: 65500
  drt-initial-drc-count: 1535
run:
  cap_violations: 0
  warnings: 33
final_layout:
  fill_cells: 4796
  final_layout_size_suffix_gt1_share_pct: 11.5
  area_growth_syn_to_layout_pct: 8.33
synthesis:
  synth-seq-cells: 173
  ys_cells: 2427
  syn_area_um2: 20100
  synthCells: 2427
  ys_seq_share_pct: 21.5
  top_logic_kind: "adder cells"
  synth-edff-count: 0
  yosysWarnings: 3
  yosysUniqueCellTypes: 70
  aoi_share_pct: 20.4
  synth_area_per_cell_um2: 8.29
  yosys.area_share.xor_xnor_pct: 2.92
  yosys.area_share.adder_pct: 21.9
  async_flop_share_pct: 100
  ys_chip_area_um2: 20100
  ff_type: "dfrtp_1"
  synthMuxAreaShare_pct: 11.0
  synth-simple-area-share_pct: 14.2
global_routing:
  grt_pass1_vias: 17500
  grt_first_pass_wirelength_um: 102000
  track_usage_pct: 27.3
  grt_max_degree: 64
  grt_antenna_before_repair: 0
  grt_overflow: 0
timing:
  setup_tns_ps: 0
  fin_skew_ps: 18.6
  relSlewSlack_pct: 37.2
  max_freq_mhz: 75.6
  min_period_ps: 13230
  drv_slew: 0
  setup_slack_ps: 18970
  setup_viol: 0
  hold_ws_ps: 518
  finalHoldViolCount: 0
  period_used_pct: 41.1
  tightestPinTransition_ps: 940
  rsz0062_at_grt: "false"
placed_design:
  post-place-ws_ps: 19130
  routabilityCongestion: 1.02
  detailed_place_hpwl_um: 47800
  port_buffers: 23
worst_hold_path:
  hold_path_class: "register to register"
-- tightest hold or removal path: stages, from the launching register on --
cell	delay, ps
dfstp_2	380
o21ai_0	80
nand2_1	60
-- metrics by stage --
step / util [%] / std cells / cell area, um^2
6_report: 44.2 / 3089 / 21800
5_1_grt: 44.2 / 3089 / 21800
4_1_cts: 44.2 / 3089 / 21800
3_5_place_dp: 43.1 / 3058 / 21200
3_3_place_gp: 43.1 / 3058 / 21200
2_1_floorplan: - / 2427 / 20100
-- cell usage in the layout (no fill, tap or decap), drive strengths merged, types with 10 or more instances in the layout --
| cell | n |
|---|---|
| nand2 | 292 |
| nand4 | 15 |
| a31oi | 22 |
| or3 | 12 |
| o211ai | 10 |
| ha | 158 |
| clkbuf | 20 |
| xor2 | 22 |
| fa | 121 |
| dfrtp | 172 |
| xnor2 | 45 |
| mux2i | 29 |
| o2111ai | 16 |
| mux2 | 151 |
| clkdlybuf4s50 | 23 |
| buf | 80 |
| nor2b | 37 |
| a21oi | 193 |
| nor2 | 145 |
| o21a | 12 |
| a21o | 20 |
| and2 | 23 |
| a211oi | 17 |
| a41oi | 16 |
| inv | 281 |
| o21ai | 237 |
| a22oi | 68 |
| nor3 | 42 |
| nand3 | 15 |
| nand2b | 25 |
-- path summary, 6_finish.rpt --
kind	depth (start not counted)	startpoint	slack [ps]	to
min in group asynchronous	2	reset	6400	mul1[1]$_DFF_PP0_
min reg2reg	2	is_inside$_DFFE_PP1P_	520	is_inside$_DFFE_PP1P_
max	48	sort_index[2]$_DFF_PP0_	18970	matrix_y[5][3]$_DFFE_PP0P_
max reg2reg	48	sort_index[2]$_DFF_PP0_	18970	matrix_y[5][3]$_DFFE_PP0P_
max in group asynchronous	4	reset	24250	matrix_x[1][5]$_DFFE_PP0P_
min	2	is_inside$_DFFE_PP1P_	520	is_inside$_DFFE_PP1P_
-- logic make-up (layout without fill, tap and decap cells) --
| kind of cell | after synthesis | after routing |
|---|---|---|
| buf+inv | 415 | 413 |
| xor+xnor | 67 | 67 |
| flops | 173 | 173 |
| mux | 180 | 180 |
| simple gates | 636 | 636 |
| fa+ha+maj | 279 | 279 |
| compound gates | 677 | 677 |
-- sequential cells by signal, summed over array words and instances (netlist names) --
signal      count
matrix_x       70
matrix_y       70
mul1           21
input_addr      3
sort_index      3
cs              2
sort_times      2
counnter        1
is_inside       1
-- routing by layer --
metal	GRT usage, %	part of all wire [%]	wire length, um	vias up
li1	-	-	-	8333
met1	39.7	44	28500	8551
met2	40.4	43	28300	798
met3	8.64	10	6630	125
met4	6.80	3.0	1990	0
met5	0	0	0	-
-- Yosys cell counts (42+ instances only) --
library cell / count / area share, %
mux2_4: 60 / 4.5
nor3_1: 42 / 1.0
clkbuf_1: 115 / 2.1
a22oi_1: 68 / 2.5
ha_1: 158 / 9.8
nand2_1: 292 / 5.4
fa_1: 121 / 12
xnor2_1: 45 / 2.0
dfrtp_1: 172 / 21
a21oi_1: 193 / 4.8
o21ai_0: 216 / 5.4
mux2_2: 87 / 4.9
inv_1: 279 / 5.2
nor2_1: 145 / 2.7
-- final cells by class --
class | instances | area, um^2 | share of cell area (%)
Clock inverter | 11 | 111 | 0.511
Clock buffer | 20 | 447 | 2.05
Multi-Input combinational cell | 1839 | 14200 | 65.1
Tap cell | 664 | 831 | 3.81
Sequential cell | 173 | 4330 | 19.9
Timing Repair Buffer | 103 | 831 | 3.81
Inverter | 279 | 1050 | 4.83
